==> flow/design.v <==
module adder22(a,b,c  );
input [39:0]a;
input [47:0]b;
output [47:0]c;
assign c=a+b;
endmodule
==> flow/run.sh <==
#!/bin/bash
# OpenROAD 26Q1-2900-gdf79404cd8, Yosys 0.63+post, stock flow scripts
make -C /OpenROAD-flow-scripts/flow DESIGN_CONFIG=/design/flow/config.mk WORK_HOME=/design/flow/orfs finish
==> flow/config.mk <==
export PLATFORM = sky130hd
export DESIGN_NAME = adder22
export DESIGN_NICKNAME = adder22
export VERILOG_FILES = /design/flow/design.v
export SDC_FILE = /design/flow/constraint.sdc
export NUM_CORES = 4
export LEC_CHECK = 1
export CORE_UTILIZATION = 30
==> flow/constraint.sdc <==
current_design adder22

set clk_period 15.9
set clk_io_pct 0.2

create_clock -name clk0 -period $clk_period

set non_clock_inputs [all_inputs -no_clocks]
set_input_delay [expr $clk_period * $clk_io_pct] -clock clk0 $non_clock_inputs
set_output_delay [expr $clk_period * $clk_io_pct] -clock clk0 [all_outputs]
==> deck_impl_summary.md <==
Synthesis and Place & Route Summary

Outcome
  • Status: complete, no violations

Clocking
  • Post-CTS Setup Inserts: 0
  • Hold buffers post-CTS: 0
  • Post-cts resize count: 0

Synth
  • Cells after synthesis: 348
  • Count of cell types in the netlist: 63
  • Synth top area share: 0.203
  • Post-synth area hogs: ha_1 20%, xnor2_1 10%, a21oi_1 8.7%, xor2_1 5.3%, a21o_1 4.6%
  • Area of the mapped netlist: 2470 µm²
  • Register area share after synthesis: 0
  • Area leader, netlist: ha_1
  • Yosys chip area: 2470 µm²
  • Yosys cell count: 348
  • Avg Cell Area, Syn: 7.10 µm²
  • Yosys warnings: 0

Job
  • Tool warning count: 32
  • Max Cap Viol: 0

Critical path
  • Crit path cell chain: clkdlybuf4s50_1, ha_1, fa_1, a21o_1, a221oi_2, nor3_1, o31a_1, a21oi_1, o21ba_2, o21ai_1, xor2_1, clkdlybuf4s50_1
  • Most common cell on crit path: clkdlybuf4s50_1
  • Worst setup SP type: input pin
  • Delay-heaviest family, CP: AND-OR/OR-AND gates
  • Worst Path Buf+Inv: 2
  • Crit path capture type: primary output
  • Worst EP required: 12,720 ps
  • CP Max Fanout: 6
  • Crit path kind: input pin to primary output
  • CP Data Arrival Time: 6500 ps
  • Max stage delay on crit path: 470 ps
  • Crit-path slowest cell: clkdlybuf4s50_1

Power and ir drop
  • Pint: 0.000100 W
  • PD cells: 43.4 nW/µm²
  • Net Sw Frac: 0.406
  • Static Leak: 1.60 nW
  • Peak VDD IR: 20.1 µV
  • Logic pwr share: 1.000
  • Switching power: 0.0000683 W
  • Power share of the clock group: 0
  • Sequential share of power: 0

Final layout
  • Commonest Layout Cell: clkdlybuf4s50_1
  • Register Area: 0 µm²
  • Fillcell total: 794
  • Seq Cell Count: 0
  • Synth-to-layout area growth: 57.0%
  • Layout cells sized above 1: 0.0385
  • Finished Cell Area: 3880 µm²
  • Clkbuf count: 0
  • Most frequent cells in the layout: 136 x clkdlybuf4s50_1, 43 x a21oi_1, 40 x ha_1

STA
  • Final Hold Fails: 0
  • Final setup fails: 0
  • Final setup TNS: 0 ps
  • Slew @ Worst Pin: 490 ps
  • Max frequency: 103 MHz
  • PnR worst setup slack: 6220 ps
  • RSZ-0062 raised after global routing: false
  • Final period utilization: 0.609
  • Tmin final: 9680 ps
  • Relative slew margins: 0.673
  • Final max-slew violation count: 0

Floorplan
  • Core Util at FP: 0.315
  • Height of the die: 92.8 µm
  • Row count: 32
  • Die area: 8600 µm²
  • Die Width: 92.8 µm
  • I/O pins: 136
  • Core area: 7850 µm²

Global route
  • Vias in the first global route: 2,827
  • GRT overflow: 0
  • Initial antenna violation count: 0
  • Tot GR Track Use: 0.182
  • Largest net degree at the start of global routing: 11
  • First-pass GRT wire length: 13,000 µm

Route
  • DR WL/cell: 13.8 µm
  • Routed vias: 2,995
  • DR WL met2: 3660 µm
  • Antenna Cells: 0
  • Iteration-0 DRC Markers: 92
  • Detail Route Antenna Nets: 0
  • First-pass DRT Iterations: 4
  • DRC: 0
  • Post-Route WL: 7860 µm
  • Top Metal Used: met4
  • Metal-1 WL: 3720 µm
  • Drt via density: 5.25
  • WL met3: 440 µm

Placed design
  • Gpl congestion: 0.931
  • Area after DPL: 3880 µm²
  • Detail Placement HPWL: 6870 µm
  • # port buffers: 136
  • Post-Place Setup Slack: 6210 ps

Worst hold path
  • Worst hold path type: input pin to primary output
## worst min-delay path, delay by kind of cell
| family | cells | cell delay, ps |
|---|---|---|
| xor+xnor | 1 | 70 |
| buf+inv | 2 | 870 |
## through the flow
stage | cells | utilization | total power (W) | hold slack [ps]
floorplan | 348 | - | 0.0000813 | 6390
global placement | 570 | 0.494 | 0.000169 | 7300
detailed placement | 570 | 0.494 | 0.000169 | 7300
CTS | 570 | 0.494 | 0.000170 | 7310
global route | 570 | 0.494 | 0.000186 | 7340
finish | 570 | 0.494 | 0.000168 | 7300
## path summary, 6_finish.rpt
check / startpoint / to / slack (ps) / cells past startpoint
max: a[0] / c[32] / 6220 / 12
min: b[47] / c[47] / 7300 / 3
## layout make-up
| type | instances | area, µm² | area share |
|---|---|---|---|
| inverter | 10 | 37.5 | 0.00968 |
| timing repair buffer | 136 | 1360 | 0.351 |
| multi-input combinational | 322 | 2350 | 0.606 |
| tap | 102 | 128 | 0.0329 |
## power groups by stage
| stage | sequential [W] | clock (W) | combinational [W] |
|---|---|---|---|
| after CTS | 0 | 0 | 0.000170 |
| after global routing | 0 | 0 | 0.000186 |
| final | 0 | 0 | 0.000168 |
## cell usage after synthesis, types with 2 or more instances
| library cell | number |
|---|---|
| a21o_1 | 15 |
| a21oi_1 | 43 |
| a21oi_2 | 3 |
| a22oi_2 | 2 |
| a311oi_1 | 2 |
| a31oi_1 | 4 |
| a41o_1 | 2 |
| and2_1 | 3 |
| and3_1 | 6 |
| and4_1 | 4 |
| buf_2 | 10 |
| clkbuf_1 | 4 |
| ha_1 | 40 |
| inv_1 | 10 |
| nand2_1 | 28 |
| nand3_1 | 13 |
| nand3b_1 | 2 |
| nand4_1 | 9 |
| nor2_1 | 22 |
| nor2b_1 | 2 |
| nor3_1 | 10 |
| nor4_1 | 2 |
| o211ai_1 | 2 |
| o21a_1 | 2 |
| o21ai_0 | 19 |
| o21ai_1 | 5 |
| o21bai_1 | 6 |
| xnor2_1 | 29 |
| xor2_1 | 15 |
## cells by family after synthesis
family / Yosys count / share of synthesized area
AOI/OAI and AO/OA: 127 / 0.353
and+or+nand+nor: 110 / 0.232
xor gates and xnor gates: 44 / 0.156
adders and majority gates: 41 / 0.211
buffers and inverters: 26 / 0.0481
## metal layers
| metal | global-route usage | up-vias |
|---|---|---|
| met2 | 0.307 | 91 |
| met1 | 0.262 | 1347 |
| li1 | - | 1553 |
| met3 | 0.0175 | 4 |
| met5 | 0 | - |
| met4 | 0.0103 | 0 |
Power is estimated from default activity; no workload was simulated.
