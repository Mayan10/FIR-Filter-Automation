<file path="design/flow/run.sh">
#!/bin/bash
# OpenROAD 26Q1-2900-gdf79404cd8, Yosys 0.63+post, stock flow scripts
make -C /OpenROAD-flow-scripts/flow DESIGN_CONFIG=/design/flow/config.mk WORK_HOME=/design/flow/orfs finish
</file>
<file path="design/flow/config.mk">
export PLATFORM = sky130hd
export DESIGN_NAME = mprecomputer
export DESIGN_NICKNAME = mprecomputer
export VERILOG_FILES = /design/flow/design.v
export SDC_FILE = /design/flow/constraint.sdc
export NUM_CORES = 4
export LEC_CHECK = 1
export CORE_AREA = 10 10 95 95
export DIE_AREA = 0 0 105 105
</file>
<file path="design/flow/constraint.sdc">
current_design mprecomputer

set clk_period 8.0
set clk_io_pct 0.2

create_clock -name clk0 -period $clk_period

set non_clock_inputs [all_inputs -no_clocks]
set_input_delay [expr $clk_period * $clk_io_pct] -clock clk0 $non_clock_inputs
set_output_delay [expr $clk_period * $clk_io_pct] -clock clk0 [all_outputs]
</file>
<file path="design/flow/design.v">
module mprecomputer(a,x0,x1,x2,x3,x4,x5);
input [23:0]a;
output [27:0]x0,x1,x2,x3,x4,x5;
assign x0= {4'b0,a};   
assign x1= {3'b0,a[23:0],1'b0};  
assign x2= x0+x1;  
assign x3= {2'b0,a[23:0],2'b0};   
assign x4= {1'b0,a[23:0],3'b0};   
assign x5= x3+x4;   
endmodule
</file>
==> results.py <==
# Metrics from the implementation run
metrics = {
    "timing": {
        "period_needed_ns": 6.35,
        "hold_violations": 0,
        "drv_slew": 0,
        "timing.fmax_mhz": 158,
        "layout_setup_ws_ns": 1.65,
        "finalSetupTns_ns": 0,
        "holdWs_ns": 4.14,
        "fin_crit_sh": 0.794,
        "setup_viol": 0,
        "grt_setup_unrepaired": "false",
    },
    "floorplanning": {
        "placementRows": 30,
        "core_sq_um": 6910,
        "die_h_microns": 105,
        "fp-utilization": 0.330,
        "die_w_microns": 105,
        "ioPinCount": 192,
        "die-area_sq_um": 11000,
    },
    "global_route": {
        "first_global_vias": 1936,
        "gr-total-overflow": 0,
        "grt_pass1_wl_microns": 10300,
        "antenna_found_initial": 0,
        "grt_max_degree": 10,
        "grt_usage": 0.109,
    },
    "placement": {
        "place_area_sq_um": 3090,
        "preCtsSetupSlack_ns": 1.62,
        "port-buffer-count": 172,
        "dpl.hpwl_microns": 5970,
        "finalWeightedCongestion": 0.766,
    },
    "worst_setup_path": {
        "cp_slowest_cell": "clkdlybuf4s50_1",
        "crit_chain": "clkdlybuf4s50_1 -> ha_1 -> fa_1 -> a21o_1 -> nand3_2 -> a31oi_4 -> a41oi_1 -> o211ai_1 -> a221oi_2 -> xnor2_1 -> clkdlybuf4s50_1",
        "critPathKind": "in2out",
        "worst_ep_arrival_time_ns": 4.75,
        "path_max_fanout": 7,
        "cp_common_cell": "clkdlybuf4s50_1",
        "cp.required_ns": 6.40,
        "worst_path_largest_cell_delay_ns": 0.53,
        "crit_path_start_kind": "input pin",
        "endpoint_kind": "output port",
    },
    "finish": {
        "flop-count": 0,
        "flop_area_sq_um": 0,
        "nClkBuffers": 0,
        "area_growth_pct": 35.5,
        "fillers": 692,
        "drive_gt1_frac": 0.0292,
        "fin_area_sq_um": 3090,
    },
    "pwr": {
        "leakage_nw": 1.28,
        "p_seq_frac": 0,
        "ir_drop_mv": 0.0411,
        "combinationalPowerShare": 1.000,
        "pwr_density_cell_nw_per_um2": 84.8,
        "power.switching_w": 0.0000872,
        "p_sw_frac": 0.333,
        "p_int_w": 0.000175,
        "clockPowerShare": 0,
        "total_power_w": 0.000262,
    },
    "yosys": {
        "yosys_warnings": 0,
        "topCombFamilyByArea": "buffers and inverters",
        "simple_gate_area_frac": 0.0894,
        "ys_seq_share": 0,
        "syn_inst": 299,
        "synth.distinct_cells": 42,
        "syn_avg_cell_area_sq_um": 7.63,
        "adder_share": 0.146,
        "mux_area_frac": 0,
        "ys_sh_xor": 0.0768,
        "synth-compound-area-share": 0.197,
        "ys_area_sq_um": 2280,
        "ys_cells": 299,
        "synth_area_sq_um": 2280,
    },
    "clock_network": {
        "cts_hold_buf": 0,
        "post_cts_resized": 0,
        "cts_setup_buffers": 0,
    },
    "status": {
        "status": "finished, final reports clean",
    },
    "job": {
        "warnings": 34,
        "maxCapViolCount": 0,
    },
    "route": {
        "wl_per_cell_microns": 15.1,
        "drt_wl_total_microns": 6610,
        "antennaDiodeCount": 0,
        "first_iter_violations": 77,
        "drt-pass1-iter-count": 4,
        "vias": 1895,
        "drtAntennaViolNets": 0,
        "avgViaCountPerCell": 4.32,
        "drc": 0,
    },
    "worst_hold_path": {
        "hold_path.class": "in2out",
    },
}
## worst max-delay path, delay by kind of cell
family | cells | cell delay [ns]
AOI/OAI and AO/OA | 5 | 1.15
xor gates and xnor gates | 1 | 0.19
adders and majority gates | 2 | 0.67
buffers and inverters | 2 | 1.04
and+or+nand+nor | 1 | 0.10
## layout make-up
class                      count  area [sq um]  area share
tap                           96           120      0.0388
multi-input combinational    167          1240       0.400
timing repair buffer         172          1720       0.557
inverter                       4          15.0     0.00485
## layer usage
layer  vias up  global-route usage  part of all wire
met5         -                   0                 0
li1        953                   -                 -
met2       110               0.183              0.46
met3         2              0.0410             0.098
met1       830               0.136              0.44
met4         0             0.00294            0.0029
## synth_stat cells (2+ instances only)
master,count,share of area
nand3_1,3,0.0066
nor2b_1,5,0.014
nor3_1,2,0.0044
o21bai_1,5,0.016
inv_1,4,0.0066
a31oi_1,3,0.0082
nand2_1,14,0.023
o21ai_0,5,0.011
a211oi_1,2,0.0066
nand4_1,3,0.0082
xor2_1,6,0.023
ha_1,25,0.14
nor2_1,10,0.016
buf_4,144,0.47
xnor2_1,14,0.054
a21o_1,12,0.039
a21oi_1,14,0.031
a221oi_2,2,0.013
a21oi_2,2,0.0077
a41oi_1,2,0.0077
## final timing paths
check	from	to	slack, ns	cells after the start
setup / recovery	a[1]	x2[19]	1.65	11
hold / removal	a[21]	x3[23]	4.14	2
## cells in the final DEF (no fill, tap or decap), drive strengths merged
cell	Yosys	routed
o221a	1	1
clkdlybuf4s50	0	172
xor2	6	6
nor2	10	10
a211o	1	1
a21boi	1	1
nor3	2	2
ha	25	25
and2	1	1
nand2b	1	1
nor2b	5	5
o21a	1	1
a221oi	2	2
nand2	14	14
o211ai	1	1
inv	4	4
o2111ai	1	1
o21bai	5	5
conb	1	20
a41oi	2	2
nor4	1	1
xnor2	14	14
and4	1	1
a21oi	16	16
a211oi	3	3
nand4	3	3
a21o	12	12
o31ai	2	2
o311ai	1	1
nand3	4	4
fa	1	1
a31oi	4	4
o21ai	6	6
## power by group through the flow
stage	logic [W]	registers, W	clock network [W]
4_1_cts	0.000270	0	0
5_1_grt	0.000292	0	0
6_report	0.000262	0	0
## cell families after synthesis
family                     Yosys count
adders and majority gates           26
AOI/OAI and AO/OA                   59
other                                1
and+or+nand+nor                     42
buffers and inverters              151
xor gates and xnor gates            20
## metrics by stage
stage	cells	utilization
floorplan	318	-
global placement	439	0.448
detailed placement	439	0.448
CTS	439	0.448
global route	439	0.448
finish	439	0.448
Power figures rest on the tool's default switching activity, not on a simulated workload.
