### flow/run.sh
#!/bin/bash
# OpenROAD 26Q1-2900-gdf79404cd8, Yosys 0.63+post, stock flow scripts
make -C /OpenROAD-flow-scripts/flow DESIGN_CONFIG=/design/flow/config.mk WORK_HOME=/design/flow/orfs finish
### flow/config.mk
export PLATFORM = sky130hd
export DESIGN_NAME = adder32
export DESIGN_NICKNAME = adder32
export VERILOG_FILES = /design/flow/design.v
export SDC_FILE = /design/flow/constraint.sdc
export NUM_CORES = 4
export LEC_CHECK = 1
export CORE_UTILIZATION = 50
### flow/constraint.sdc
current_design adder32

set clk_period 47.9
set clk_io_pct 0.2

create_clock -name clk0 -period $clk_period

set non_clock_inputs [all_inputs -no_clocks]
set_input_delay [expr $clk_period * $clk_io_pct] -clock clk0 $non_clock_inputs
set_output_delay [expr $clk_period * $clk_io_pct] -clock clk0 [all_outputs]
### flow/design.v
module adder32(A,B,sum,rst);
    input [31:0] A,B;
    input rst;
    output reg [31:0] sum;
    reg [7:0] E1,E2;
    reg [7:0] TE;
    reg [23:0] M1,M2;
    reg [24:0] tempsum;
    integer shiftcount;
    always@(A or B)
begin
      if(rst)
        begin
        sum=0;
        E1=0;
        E2=0;
        TE=0;
        M1=0;
        M2=0;
        tempsum=0;
        end
	    else if(A==32'b0)
	      begin
	      sum=B;
	      end
	      else if(B==32'b0)
	      begin
	      sum=A;
	      end
	    else if(A[30:23]==8'd255 | B[30:23]==8'd255 )
	      begin
	      sum=A|B;
	      end
      else
begin
	    M1 = {1'b1,A[22:0]};
	    M2 = {1'b1,B[22:0]};
	    E1=A[30:23];
	    E2=B[30:23];
	if (A[31]==B[31])
	   begin
		sum[31]=A[31]; 
	        if (E1>E2)
	        begin
	           shiftcount = E1-E2;
	           M2 = M2 >> shiftcount;
	           tempsum=M1+M2;
	           sum[30:23]=E2+shiftcount;
	        end
        	else if (E1<E2)
        	begin
           	shiftcount = E2-E1;
           	M1 = M1 >> shiftcount;
           	tempsum=M1+M2;
	   	sum[30:23]=E1+shiftcount;
        	end
        	else if (E1==E2) 
        	begin
        	tempsum=M1+M2;
		sum[30:23]=E1;
	       	end
  	  end
	else
begin
	if (E1>E2)
        begin
           shiftcount = E1-E2;
            M2 = M2 >> shiftcount;
           tempsum=M1-M2;
           sum[30:23]=E2+shiftcount;
           sum[31] = A[31];
	end
        else if (E1<E2)
        begin
           shiftcount = E2-E1;
           M1 = M1 >> shiftcount;
           tempsum=M1-M2;
	   sum[30:23]=E1+shiftcount;
           sum[31] = B[31];        
	end
        else 
        begin
        tempsum=M1-M2;
	sum[30:23]=E1;
		if(M1>M2)
                 sum[31] = A[31];
		else 
		sum[31] = B[31];
        end
end
	if(tempsum[24:23]==2'b10 | tempsum[24:23]==2'b11)
	begin 
	sum[22:0]=tempsum[23:1];
	sum[30:23]=sum[30:23]+1'b1;
	end
	else if(tempsum[24:23]==2'b01)
	begin 
	sum[22:0]=tempsum[22:0];
	end
end
end
endmodule
==> flow_summary_export.csv <==
group,metric,value,unit
global_route,grtUsageTotal,42.5,%
synth,ff_type,"dlxtn_1",
setup_path,critPathKind,"input port to output port",
global_route,grt.overflow.total,0,
layout,utilization,55.6,%
layout,nFillCells,2619,
sta,finalClockPeriodUsage,59.9,%
global_route,grt_pass1_wl,89.1,mm
drt,routedWlPerCell,25.2,um
job,warnings,154,
drt,drt_first_pass_iters,8,
setup_path,critPathCaptureType,"output port",
sta,hold_viol_final,0,
floorplan,core-area,27000,um^2
synth,ys_cells,1996,
layout,area.sequential,360,um^2
sta,setup_ws,19.21,ns
floorplan,chipArea,28200,um^2
synth,synth-seq-cells,24,
sta,timing.fmax,0.0349,GHz
global_route,grt_pass1_vias,14700,
pwr,leakage,6.59,nW
placed_design,io_buffers,97,
hold_path,worstHoldPathType,"input port to output port",
cts,cts_setup_buffers,0,
synth,synth_warnings,42,
pwr,power.density,17.4,nW/um^2
pwr,p_sw,0.157,mW
synth,syn_avg_cell_area,6.90,um^2
setup_path,required,38.32,ns
synth,synth_cells,1996,
sta,slew_viol_final,0,
drt,wl,59.5,mm
placed_design,gp_congestion,1.06,
drt,drtIter0Drc,1547,
floorplan,ios,97,
setup_path,cpMostUsedCell,"buf_4",
setup_path,worstPathArrival,19.11,ns
sta,setup_tns,0,ns
setup_path,critPathLaunchType,"input port",
setup_path,crit_fanout,32,
pwr,swShare,60.3,%
synth,yosys-stat-area,13800,um^2
status,outcome,"complete, no violations",
layout,area_growth,8.86,%
synth,synth_cell_types,99,
setup_path,crit_path_max_incr_delay,0.69,ns
sta,rsz0062_at_grt,"false",
synth,async_flop_share,0,%
drt,vias,15800,
setup_path,cp_slowest_cell,"clkdlybuf4s50_1",
pwr,ir_drop,0.00837,mV
layout,logic_area,12300,um^2
sta,untimed_endpoints,47,
cts,ctsHoldBuffers,0,
sta,finalSetupViolCount,0,
drt,via_per_inst,6.71,
cts,cts_resized,0,
floorplan,initial_core_util,51.1,%
job,max_cap_violations,0,
floorplan,dieHeight,168,um
drt,route.detailed.drc,0,
synth,synthDominantCellAreaShare,19.2,%
drt,antenna_left,0,
synth,ys_top_cells_by_area,"ha_1 (19%), a21oi_1 (7.3%), xnor2_1 (5.9%), inv_1 (4.7%), nor2_1 (4.6%)",
sta,period_minus_slack,28.69,ns
global_route,grt_max_degree,49,
layout,layout-drive-gt1-share,6.35,%
sta,slew_headroom,43.2,%
sta,unclocked_regs,24,
sta,worst_pin_slew,0.840,ns
floorplan,dieWidth,168,um
floorplan,fp-row-count,60,
synth,largest_area_cell,"ha_1",
global_route,antenna_found_initial,1,
synth,syn_area,13800,um^2
placed_design,hpwl,46.3,mm
placed_design,dp_slack,19.50,ns
synth,edf_count,0,
pwr,p_int,0.103,mW
==> layout by cell type (no fill, tap or decap), types with 14 or more instances in the layout <==
master	instances
a211oi_1	23
a21o_1	44
a21oi_1	200
a221oi_1	15
a22oi_1	16
a31oi_1	29
and2_1	17
and3_1	16
buf_4	37
clkdlybuf4s50_1	96
dlxtn_1	24
ha_1	210
inv_1	174
mux2i_1	21
mux4_2	25
nand2_1	160
nand2b_1	20
nand3_1	25
nand4_1	16
nor2_1	164
nor2b_1	25
nor3_1	48
nor4_1	33
o211ai_1	18
o21a_1	25
o21ai_0	118
o21bai_1	28
o221ai_1	14
o22ai_1	20
o31ai_1	17
or2_2	18
or3_1	17
xnor2_1	92
xor2_1	21
==> logic make-up (layout without fill, tap and decap cells) <==
kind of cell    Yosys count  after routing  share of synthesized area, %
compound gates          705            705                          34.4
simple gates            590            590                          20.6
buf+inv                 290            310                          8.35
fa+ha+maj               221            221                          20.6
xor+xnor                113            113                          7.19
mux                      53             53                          6.24
latches                  24             24                          2.62
other cells               0              1                             0
==> synth_stat cells (16+ instances only) <==
| cell | number |
|---|---|
| and3_1 | 16 |
| nor2_1 | 169 |
| nand2_1 | 160 |
| nor3_1 | 48 |
| o31ai_1 | 17 |
| o22ai_1 | 20 |
| ha_1 | 211 |
| o21bai_1 | 28 |
| mux4_2 | 25 |
| o21a_1 | 25 |
| mux2i_1 | 21 |
| nand2b_1 | 20 |
| a22oi_1 | 16 |
| nor2b_1 | 25 |
| a21o_1 | 44 |
| or3_1 | 17 |
| and2_1 | 17 |
| nand3_1 | 25 |
| clkbuf_1 | 83 |
| o21ai_0 | 120 |
| nand4_1 | 16 |
| o211ai_1 | 18 |
| a31oi_1 | 29 |
| a211oi_1 | 23 |
| or2_2 | 18 |
| dlxtn_1 | 24 |
| xor2_1 | 21 |
| inv_1 | 174 |
| nor4_1 | 33 |
| xnor2_1 | 92 |
| a21oi_1 | 201 |
==> layer usage <==
layer	global-route usage (%)	routed length, um	up-vias
met5	0	0	-
met4	18.6	3190	0
met3	8.55	5930	185
met2	65.6	25600	947
met1	57.9	24700	7349
li1	-	-	7342
==> final cells by class <==
cell class,instances,area share (%)
Sequential cell,24,2.40
Timing Repair Buffer,134,8.30
Tap cell,341,2.85
Antenna cell,1,0.0167
Inverter,176,4.41
Multi-Input combinational cell,1682,82.0
==> stage by stage <==
stage	cells	cell area [um^2]	hold WS [ns]	total power [mW]
2_1_floorplan	1996	13800	19.27	0.178
3_3_place_gp	2357	15000	20.20	0.254
3_5_place_dp	2357	15000	20.21	0.253
4_1_cts	2357	15000	20.21	0.254
5_1_grt	2357	15000	20.27	0.281
6_report	2358	15000	20.24	0.261
==> path summary, 6_finish.rpt <==
kind      end  startpoint  slack [ns]  depth (start not counted)
max   sum[27]       A[30]       19.21                         30
min   sum[23]         rst       20.24                          4
==> critical path, delay by kind of cell <==
| kind | cells | cell delay (ns) |
|---|---|---|
| mux | 3 | 1.25 |
| fa+ha+maj | 2 | 0.77 |
| simple gates | 9 | 2.31 |
| compound gates | 9 | 2.75 |
| buf+inv | 7 | 2.40 |
==> power groups by stage <==
stage                 Clock (mW)  Sequential (mW)  Combinational (mW)
after CTS                      0          0.00268               0.252
after global routing           0          0.00273               0.278
==> sequential cells by signal, indices dropped and copies added (netlist names) <==
register  flops
sum          23
tempsum       1
Power is estimated from default activity; no workload was simulated.
